<file path="/design/flow/design.v">
module ieee754_add (
    input clk,
    input [31:0] src_a,
    input [31:0] src_b,
    input subtract,
    output reg [31:0] dest
);
wire [7:0]  exponent_a = src_a[30:23];
wire [7:0]  exponent_b = src_b[30:23];
wire [22:0] significand_a = src_a[22:0];
wire [22:0] significand_b = src_b[22:0];
wire sign_a = src_a[31];
wire sign_b = src_b[31];
wire do_substract = (sign_a ^ sign_b) ^ subtract;
wire b_bigger = exponent_b > exponent_a;
wire [7:0] bigger_exponent  = b_bigger ? exponent_b : exponent_a;
wire [7:0] smaller_exponent = b_bigger ? exponent_a : exponent_b;
wire [7:0] difference = bigger_exponent - smaller_exponent;
wire denormal_bigger = bigger_exponent != 0;
wire denormal_smaller = smaller_exponent != 0;
wire [23:0] bigger_significand = {denormal_bigger, b_bigger ? significand_b : significand_a};
wire [23:0] smaller_significand = {denormal_smaller, b_bigger ? significand_a : significand_b};
wire [25:0] smaller_significand_shifted = {smaller_significand, 2'b0} >> difference;
wire [7:0] discarded_bits = difference >= 26 ? 26 : difference;  
wire [23:0] test_shift = smaller_significand[23:0] << (26 - discarded_bits);
wire sticky_bit = test_shift != 0;
wire [26:0] smaller_significand_guarded = {smaller_significand_shifted, sticky_bit};
wire [26:0] bigger_significand_guarded = {bigger_significand, 3'h0};
wire [27:0] result = do_substract ?
    bigger_significand_guarded - smaller_significand_guarded :
    bigger_significand_guarded + smaller_significand_guarded;
wire [4:0] shifted;
wire [22:0] shifted_significand;
ieee754_normalize it (result, shifted_significand, shifted);
wire [8:0] temp_subtract = (bigger_exponent + 1) - { 3'b0, shifted };
wire zero = temp_subtract[8] | shifted == 31;
wire [7:0] out_exponent = zero ? 8'h0 :temp_subtract[7:0];
wire [22:0] out_significand = (out_exponent == 0) ? 23'h0 : shifted_significand;
wire out_sign = (!b_bigger & sign_a) | (b_bigger & !subtract & sign_b) | (b_bigger & subtract & !sign_b);
always @(posedge clk) begin
    dest <= { out_sign, out_exponent, out_significand };
end
endmodule
module ieee754_normalize (
    input [27:0] src,
    output [22:0] result,
    output [4:0] shifted
);
wire [27:0] layer_0 = src;
wire [27:0] layer_1 = layer_0[27:12] == 0 ? { layer_0[11:0], 16'd0 } : layer_0;
wire [27:0] layer_2 = layer_1[27:20] == 0 ? { layer_1[19:0], 8'd0 } : layer_1;
wire [27:0] layer_3 = layer_2[27:24] == 0 ? { layer_2[23:0], 4'd0 } : layer_2;
wire [27:0] layer_4 = layer_3[27:26] == 0 ? { layer_3[25:0], 2'd0 } : layer_3;
wire [22:0] layer_5 = layer_4[27]    == 0 ? layer_4[25:3] : layer_4[26:4];  
assign result = layer_5;
assign shifted = { layer_0[27:12] == 0,  
                   layer_1[27:20] == 0,  
                   layer_2[27:24] == 0,  
                   layer_3[27:26] == 0,  
                   layer_4[27] == 0 };   
endmodule
</file>
<file path="/design/flow/run.sh">
#!/bin/bash
# OpenROAD 26Q1-2900-gdf79404cd8, Yosys 0.63+post, stock flow scripts
make -C /OpenROAD-flow-scripts/flow DESIGN_CONFIG=/design/flow/config.mk WORK_HOME=/design/flow/orfs finish
</file>
<file path="/design/flow/config.mk">
export PLATFORM = sky130hd
export DESIGN_NAME = ieee754_add
export DESIGN_NICKNAME = ieee754_add
export VERILOG_FILES = /design/flow/design.v
export SDC_FILE = /design/flow/constraint.sdc
export NUM_CORES = 4
export LEC_CHECK = 1
export CORE_UTILIZATION = 40
</file>
<file path="/design/flow/constraint.sdc">
current_design ieee754_add

set clk_period 39.0
set clk_io_pct 0.2

create_clock -name clk0 -period $clk_period [get_ports {clk}]

set non_clock_inputs [all_inputs -no_clocks]
set_input_delay [expr $clk_period * $clk_io_pct] -clock clk0 $non_clock_inputs
set_output_delay [expr $clk_period * $clk_io_pct] -clock clk0 [all_outputs]
</file>
==> results.sh <==
# implementation run metrics
export IMPL_syn_to_final_growth_pct=13.2
export IMPL_max_slew_margin_pct=48.7
export IMPL_clockBufferDepth=2
export IMPL_async_reset_ff_share_pct=0
export IMPL_finalSetupViolCount=0
export IMPL_fp_util_pct=41.0
export IMPL_num_rows=56
export IMPL_hp_start="src_a[31]"
export IMPL_grt_max_degree=63
export IMPL_synthCells=1421
export IMPL_rsz0062_at_grt="no"
export IMPL_clock_fmax_mhz=44.9
export IMPL_clk_pin_slew_worst_paths_ns=0.05
export IMPL_firstDrtPassIters=7
export IMPL_core_um2=23600
export IMPL_hold_path_class="input port to flop"
export IMPL_grt_usage_pct=28.4
export IMPL_crit_path_frequent_cell="ha_1"
export IMPL_yosysCellCount=1421
export IMPL_power_density_nw_per_um2=39.3
export IMPL_ys_top_cells_by_area="ha_1 (9.3%), mux2i_1 (8.9%), nand2_1 (7.7%), dfxtp_1 (6.6%), nor2_1 (5.4%)"
export IMPL_grt_pass1_wl_mm=54.9
export IMPL_cap_violations=0
export IMPL_postCtsSetupRepairBufs=0
export IMPL_post_route_min_period_ns=22.26
export IMPL_finalCritPeriodShare_pct=57.1
export IMPL_end_kind="flop"
export IMPL_cts_tree="built"
export IMPL_tool_warnings=50
export IMPL_critPathKind="input port to flop"
export IMPL_synth_top_cell_by_area="ha_1"
export IMPL_port_buffers=97
export IMPL_vdd_drop_max_mv=0.0297
export IMPL_crit_required_ns=39.12
export IMPL_vias=10858
export IMPL_critPathLaunchType="input port"
export IMPL_layout_top_cells="nand2_1 (199), nor2_1 (140), a21oi_1 (101)"
export IMPL_drt_iter0_drc=930
export IMPL_viasPerCell=6.11
export IMPL_critPathArrivalTime_ns=22.38
export IMPL_crit_fanout=62
export IMPL_die_h_um=158
export IMPL_leakage_uw=0.00480
export IMPL_antenna_found_initial=0
export IMPL_htreeDepth=2
export IMPL_drtAntennaViolNets=0
export IMPL_setup_ws_ns=16.74
export IMPL_gp_congestion=0.981
export IMPL_setup_tns_ns=0
export IMPL_grt_pass1_vias=9825
export IMPL_status="finished clean"
export IMPL_whs_endpoint="dest[31]"
export IMPL_pre_cts_ws_ns=16.59
export IMPL_fillerInstances=2468
export IMPL_final_cells=1778
export IMPL_hold_viol_final=0
export IMPL_ys_flop_type="dfxtp_1"
export IMPL_place_inst=1771
export IMPL_grt_overflow=0
export IMPL_slowest_stage="buf_4"
export IMPL_syn_area_um2=9680
export IMPL_hold_path_depth=3
export IMPL_drive_gt1_share_pct=8.29
export IMPL_n_antenna_cell=0
export IMPL_cts_resized=0
export IMPL_io_pins=98
export IMPL_lay_top_count="nand2_1"
export IMPL_top_register="dest"
export IMPL_synth_avg_cell_area_um2=6.82
export IMPL_clock_sinks=32
export IMPL_chip_area_um2=24800
export IMPL_worst_pin_slew_ns=0.748
export IMPL_slew_violations=0
export IMPL_cts_root_buffer="clkbuf_16"
export IMPL_drc=0
export IMPL_top_regs="dest: 32 flops"
export IMPL_edf_count=0
export IMPL_numCtsBuffers=5
export IMPL_holdWs_ns=8.35
export IMPL_die_w_um=158
export IMPL_yosysWarningCount=1
export IMPL_largest_register_ffs=32
export IMPL_netlist_cell_type_count=106
export IMPL_ys_area_um2=9680
export IMPL_synth_top_area_share_pct=9.30
export IMPL_postSynthSeqShare_pct=6.61
export IMPL_hold_buffers=0
export IMPL_slowest_delay_ns=0.62
export IMPL_dp_hpwl_mm=28.7
export IMPL_synth_flops=32
export IMPL_drt_wl_total_mm=34.6
export IMPL_avgRoutedWirePerCell_um=19.4
-- routing by layer --
layer / wire [µm] / vias to the layer above / GRT usage (%)
li1: - / 5325 / -
met1: 15500 / 5000 / 40.3
met2: 15800 / 459 / 46.1
met3: 2110 / 74 / 2.12
met4: 1190 / 0 / 8.41
met5: 0 / - / 0
-- cell families (layout without fill, tap and decap cells) --
group	Yosys count	in the layout	share of synthesized area (%)
buf+inv	173	211	7.58
compound gates	441	441	32.1
fa+ha+maj	74	74	9.72
xor+xnor	30	30	2.71
flops	32	32	6.61
mux	125	125	14.7
simple gates	546	546	26.6
-- cells in the mapped netlist (17+ instances only) --
| library cell | n |
|---|---|
| nand2_1 | 199 |
| nor2_1 | 140 |
| a21oi_1 | 102 |
| mux2i_1 | 86 |
| inv_1 | 82 |
| o21ai_0 | 79 |
| ha_1 | 72 |
| clkbuf_1 | 52 |
| nor3_1 | 42 |
| nand3_1 | 37 |
| a211oi_1 | 32 |
| dfxtp_1 | 32 |
| a21o_1 | 25 |
| mux2_2 | 24 |
| nand4_1 | 24 |
| o21bai_1 | 23 |
| xnor2_1 | 20 |
| a31oi_1 | 17 |
-- worst max-delay path, delay by kind of cell --
| family | cells | cell delay [ns] |
|---|---|---|
| buffers and inverters | 10 | 2.62 |
| adders and majority gates | 6 | 1.60 |
| and+or+nand+nor | 15 | 4.14 |
| AOI/OAI and AO/OA | 24 | 5.84 |
| xor gates and xnor gates | 2 | 0.31 |
-- report_power, final --
| group | switching [µW] | internal (µW) |
|---|---|---|
| Sequential | 2.91 | 46.9 |
| Clock | 11.2 | 23.0 |
| Combinational | 206 | 141 |
-- final cells by class --
type                            count  area (µm²)  area share, %
Multi-Input combinational cell   1216        8340           76.0
Timing Repair Buffer              117        1120           10.2
Sequential cell                    32         641           5.84
Tap cell                          319         399           3.64
Inverter                           87         332           3.02
Clock buffer                        6         129           1.18
Clock inverter                      1        5.00         0.0457
-- stage by stage --
step | power (µW) | utilization [%] | cell area, µm²
after floorplan | 287 | - | 9680
after global placement | 393 | 45.9 | 10800
after detailed placement | 391 | 45.9 | 10800
after CTS | 428 | 46.4 | 11000
after global routing | 469 | 46.4 | 11000
final | 430 | 46.4 | 11000
-- how the worst max path moves through the flow --
stage,cells after the start,slack [ns],start,endpoint
finish,57,16.74,src_b[23],dest[7]
global route,57,15.69,src_b[23],dest[7]
CTS,57,16.81,src_b[23],dest[7]
Power figures rest on the tool's default switching activity, not on a simulated workload.
