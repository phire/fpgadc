==> design.v <==
module sh4a_regfile(
    input clk,
    input reset,
    output [31:0] program_counter,
    input [4:0] idx_read0,
    input [4:0] idx_read1,
    input [4:0] idx_write,
    input [31:0] reg_write,
    input reg_write_enable,
    output reg [31:0] reg_read0,
    output reg [31:0] reg_read1
);
localparam REG0_BANK0   = 6'd0;
localparam REG1_BANK0   = 6'd1;
localparam REG2_BANK0   = 6'd2;
localparam REG3_BANK0   = 6'd3;
localparam REG4_BANK0   = 6'd4;
localparam REG5_BANK0   = 6'd5;
localparam REG6_BANK0   = 6'd6;
localparam REG7_BANK0   = 6'd7;
localparam REG8         = 6'd8;
localparam REG9         = 6'd9;
localparam REG10        = 6'd10;
localparam REG11        = 6'd11;
localparam REG12        = 6'd12;
localparam REG13        = 6'd13;
localparam REG14        = 6'd14;
localparam REG15        = 6'd15;
localparam REG0_BANK1   = 6'd16;
localparam REG1_BANK1   = 6'd17;
localparam REG2_BANK1   = 6'd18;
localparam REG3_BANK1   = 6'd19;
localparam REG4_BANK1   = 6'd20;
localparam REG5_BANK1   = 6'd21;
localparam REG6_BANK1   = 6'd21;
localparam REG7_BANK1   = 6'd23;
localparam REG_MACL     = 6'd24;
localparam REG_MACH     = 6'd25;
localparam REG_FPUL     = 6'd26;
localparam REG_ZERO     = 6'd31;
localparam REG_FR0      = 6'd32;
localparam REG_FR1      = 6'd33;
localparam REG_FR2      = 6'd34;
localparam REG_FR3      = 6'd35;
localparam REG_FR4      = 6'd36;
localparam REG_FR5      = 6'd37;
localparam REG_FR6      = 6'd38;
localparam REG_FR7      = 6'd39;
localparam REG_FR8      = 6'd40;
localparam REG_FR9      = 6'd41;
localparam REG_FR10     = 6'd42;
localparam REG_FR11     = 6'd43;
localparam REG_FR12     = 6'd44;
localparam REG_FR13     = 6'd45;
localparam REG_FR14     = 6'd46;
localparam REG_FR15     = 6'd47;
localparam RESET_PC     = 32'hA000_0000;
reg [31:0] program_counter_register;
reg [31:0] registers [0:63];
always @(posedge clk) begin
    if (reset) begin
        program_counter_register <= RESET_PC;
    end else begin
        if (reg_write_enable && idx_write != REG_ZERO) begin
            registers[idx_write] <= reg_write;
        end
        casez (idx_read0)
            REG_ZERO: reg_read0 <= 32'b0;
            default: reg_read0 <= registers[idx_read0];
        endcase
        casez (idx_read1)
            REG_ZERO: reg_read1 <= 32'b0;
            default: reg_read1 <= registers[idx_read1];
        endcase
    end
end
assign program_counter = program_counter_register;
endmodule
==> run.sh <==
#!/bin/bash
# OpenROAD 26Q1-2900-gdf79404cd8, Yosys 0.63+post, stock flow scripts
make -C /OpenROAD-flow-scripts/flow DESIGN_CONFIG=/design/flow/config.mk WORK_HOME=/design/flow/orfs finish
==> config.mk <==
export PLATFORM = sky130hd
export DESIGN_NAME = sh4a_regfile
export DESIGN_NICKNAME = sh4a_regfile
export VERILOG_FILES = /design/flow/design.v
export SDC_FILE = /design/flow/constraint.sdc
export NUM_CORES = 4
export LEC_CHECK = 1
export CORE_UTILIZATION = 50
==> constraint.sdc <==
current_design sh4a_regfile

set clk_period 8.0
set clk_io_pct 0.2

create_clock -name clk0 -period $clk_period [get_ports {clk}]

set non_clock_inputs [all_inputs -no_clocks]
set_input_delay [expr $clk_period * $clk_io_pct] -clock clk0 $non_clock_inputs
set_output_delay [expr $clk_period * $clk_io_pct] -clock clk0 [all_outputs]
==> flow_summary.toml <==
# synthesis and place-and-route metrics
[setup_path]
rr_endpoint = "reg_read1[12]"
path_class = "in -> reg"
crit_fanout = 48
path_common_cell = "buf_4"
critPathCaptureType = "register"
ff2ff_path_depth = 3
cp_cell_sequence = "clkbuf_8, buf_12, nand3_4, buf_4, buf_4, o22ai_1, a211oi_1, a211oi_2"
slowest_stage = "a211oi_1"
crit_arrival_ns = 5.03
cp_slowest_stage_delay_ns = 0.94
required_ns = 8.40
rrSetupSlack_ns = 5.73
start_kind = "input port"
rr_startpoint = "registers[11][12]"

[power]
leakage_nw = 18.50
ir_drop_mv = 0.1602
p_per_area_nw_per_um2 = 227.6
finalPower_w = 0.01289

[final_timing]
max_freq_ghz = 0.2157
whs_ns = 0.9004
tightest_slew_ns = 1.168
setup_viol = 0
hold_viol_final = 0
relSlewSlack_pct = 21.66
period_minus_slack_ns = 4.635
finalClockPeriodUsage_pct = 57.94
skew_ns = 0.02547
slew_violations = 0
rsz0062_at_grt = "false"
setup_tns_ns = 0

[drt]
vias_per_cell = 6.801
antenna_left = 0
firstDrtPassIters = 7
vias = 28220
totalWireLength_mm = 154.0
wl_per_cell_um = 37.11
detail_route.iter0.violations = 1872
remaining_drc_errors = 0

[grt]
first_global_vias = 31730
grt_pass1_wl_mm = 220.5
grt_max_degree = 89
grt_overflow_total = 0
grtUsageTotal_pct = 34.74
antenna_found_initial = 3

[clocking]
hold_buffers = 0
clock_latency_ns = 0.71
clockBufferDepth = 3
cts.sinks = 1088
ctsHtreeMaxLevel = 3
numCtsBuffers = 113
cts_resized = 0
path_clk_slew_ns = 0.06
cts_tree = "built"
root_buffer = "clkbuf_16"
post_cts_buffers = 0

[logic_synthesis]
topCellsByArea = "edfxtp_1 65%, mux4_2 17%, mux2i_1 6.4%, buf_4 1.2%, a211oi_1 1.0%"
synth-edff-count = 1088
synthArstFlopShare_pct = 0
ys_ff = 1088
common_cells = "1088 x edfxtp_1, 385 x mux4_2, 319 x mux2i_1, 79 x buf_4, 68 x a211oi_1"
avgSynthCellArea_um2 = 19.27
syn_area_um2 = 50040
ys_warn_count = 1
top_cell = "edfxtp_1"
yosysTopAreaCell = "edfxtp_1"
synth_seq_share_pct = 65.28
ys.flop_type = "edfxtp_1"
ys_cells = 2597
yosysTopAreaCellShare_pct = 65.28
ys_area_um2 = 50040
synth_cell_types = 42
syn-instance-count = 2597

[final_layout]
comb_area_um2 = 16380
regArea_um2 = 32670
fin_cells = 4149
final_util_pct = 57.39
area_growth_pct = 13.19
fillers = 7136
drive_above_1_share_pct = 27.75

[placed_design]
placed_cells = 3942
port_buffers = 113
gp_congestion = 0.9089
hpwlAfterDp_mm = 90.65

[flow_run]
warnings = 26
cap_violations = 0

[min_path]
min_from = "registers[21][2]"
holdPathStages = 3
hold_class = "reg -> reg"
min_to = "reg_read0[2]"

[status]
status = "finished, final reports clean"

[die]
row_count = 115
die_w_um = 318.4
die_h_um = 318.4
fp-utilization_pct = 50.70
ioPinCount = 146
fp.coreArea_um2 = 98710
chip_area_um2 = 101400
-- cell usage in the layout (no fill, tap or decap), drive strengths merged, types with 32 or more instances in the layout --
cell	count
a211oi	94
a221o	32
a22oi	32
a31oi	32
and2	32
buf	135
clkbuf	129
clkdlybuf4s50	103
clkinv	47
conb	64
edfxtp	1088
mux2i	319
mux4	385
nand2	65
nor2	38
o22ai	32
-- power by group --
part | leakage (nW) | internal, W | switching (W) | total, W
logic | 6.80 | 0.000436 | 0.000620 | 0.00106
registers | 9.86 | 0.00637 | 0.0000604 | 0.00643
clock network | 1.84 | 0.00319 | 0.00221 | 0.00541
-- state kept, by name (all words and copies together), names as in the netlist --
signal,flops
registers,1024
reg_read0,32
reg_read1,32
-- per-stage QoR --
| stage | worst slack [ns] | instance area [um^2] |
|---|---|---|
| after floorplan | 2.815 | 50280 |
| after global placement | 2.861 | 52850 |
| after detailed placement | 2.882 | 52850 |
| after CTS | 3.644 | 56640 |
| after global routing | 3.395 | 56640 |
| final | 3.365 | 56640 |
-- routing by layer --
| metal | part of all wire, % | global-route usage (%) | vias to the layer above | routed length (um) |
|---|---|---|---|---|
| li1 | - | - | 11420 | - |
| met1 | 31 | 43.26 | 14080 | 47660 |
| met2 | 44 | 45.95 | 2366 | 67680 |
| met3 | 20 | 30.08 | 333 | 31270 |
| met4 | 4.5 | 11.27 | 18 | 6865 |
| met5 | 0.31 | 5.012 | - | 480 |
-- area by class of cell --
class / count / share of cell area, %
diodes: 1 / 0.004418
clock buffers: 128 / 5.092
clock inverters: 78 / 1.608
inverters: 4 / 0.03534
multi-input cells: 1324 / 28.93
flip-flops and latches: 1088 / 57.68
well taps: 1287 / 2.843
repair buffers: 239 / 3.813
-- cells by family (layout without fill, tap and decap cells) --
kind of cell | count (synthesis) | after routing | synth area share, %
compound gates | 369 | 369 | 5.793
buf+inv | 247 | 449 | 3.058
flops | 1088 | 1088 | 65.28
mux | 735 | 735 | 24.40
other cells | 2 | 65 | 0.01501
simple gates | 156 | 156 | 1.445
-- how the worst max path moves through the flow --
stage	end	cells past startpoint	startpoint	slack (ns)
global route	reg_read1[12]	8	idx_read1[1]	3.39
finish	reg_read1[12]	8	idx_read1[1]	3.36
CTS	reg_read1[12]	8	idx_read1[1]	3.64
-- critical path: cells and delay by family --
kind                   cells  cell delay, ns
buffers and inverters      4            1.63
and+or+nand+nor            1            0.39
AOI/OAI and AO/OA          3            1.21
No activity file was given, so power comes from the tool's default toggle rates.
